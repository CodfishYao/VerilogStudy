==> run.sh <==
#!/bin/bash
# OpenROAD 26Q1-2900-gdf79404cd8, Yosys 0.63+post, stock flow scripts
make -C /OpenROAD-flow-scripts/flow DESIGN_CONFIG=/design/flow/config.mk WORK_HOME=/design/flow/orfs finish
==> config.mk <==
export PLATFORM = sky130hd
export DESIGN_NAME = mat_sacn
export DESIGN_NICKNAME = mat_sacn
export VERILOG_FILES = /design/flow/design.v
export SDC_FILE = /design/flow/constraint.sdc
export NUM_CORES = 4
export LEC_CHECK = 1
export CORE_UTILIZATION = 50
==> constraint.sdc <==
current_design mat_sacn

set clk_period 5.0
set clk_io_pct 0.2

create_clock -name clk0 -period $clk_period [get_ports {clk}]

set non_clock_inputs [all_inputs -no_clocks]
set_input_delay [expr $clk_period * $clk_io_pct] -clock clk0 $non_clock_inputs
set_output_delay [expr $clk_period * $clk_io_pct] -clock clk0 [all_outputs]
==> design.v <==
module mat_sacn(
        input           clk,
        input           rst_n,
        input           vld_in,
        input  [9:0]    din,
        output          vld_out,
        output [9:0]    dout
    );
    reg [5:0] addr;
    reg cs_n, w_en, r_en;
    reg vld_out;
    always @(posedge clk or negedge rst_n) begin
        if (!rst_n) begin
            addr <= 6'd63; 
            cs_n <= 1'b1;
            w_en <= 1'b0;
            r_en <= 1'b0;
            vld_out <= 1'b0;
        end
        else if (vld_in) begin
            w_en <= 1'b1;
            cs_n <= 1'b0;
            addr <= addr + 1'b1;
            if(addr == 6'd63)begin
                r_en <= 1'b0;
            end
        end
        else begin
            vld_out <= 1'b1;
            r_en <= 1'b1;
            w_en <= 1'b0;
            case (addr)
                6'd00 : addr <= 6'd01;
                6'd01 : addr <= 6'd08;
                6'd08 : addr <= 6'd16;
                6'd16 : addr <= 6'd09;
                6'd09 : addr <= 6'd02;
                6'd02 : addr <= 6'd03;
                6'd03 : addr <= 6'd10;
                6'd10 : addr <= 6'd17;
                6'd17 : addr <= 6'd24;
                6'd24 : addr <= 6'd32;
                6'd32 : addr <= 6'd25;
                6'd25 : addr <= 6'd18;
                6'd18 : addr <= 6'd11;
                6'd11 : addr <= 6'd04;
                6'd04 : addr <= 6'd05;
                6'd05 : addr <= 6'd12;
                6'd12 : addr <= 6'd19;
                6'd19 : addr <= 6'd26;
                6'd26 : addr <= 6'd33;
                6'd33 : addr <= 6'd40;
                6'd40 : addr <= 6'd48;
                6'd48 : addr <= 6'd41;
                6'd41 : addr <= 6'd34;
                6'd34 : addr <= 6'd27;
                6'd27 : addr <= 6'd20;
                6'd20 : addr <= 6'd13;
                6'd13 : addr <= 6'd06;
                6'd06 : addr <= 6'd07;
                6'd07 : addr <= 6'd14;
                6'd14 : addr <= 6'd21;
                6'd21 : addr <= 6'd28;
                6'd28 : addr <= 6'd35;
                6'd35 : addr <= 6'd42;
                6'd42 : addr <= 6'd49;
                6'd49 : addr <= 6'd56;
                6'd56 : addr <= 6'd57;
                6'd57 : addr <= 6'd50;
                6'd50 : addr <= 6'd43;
                6'd43 : addr <= 6'd36;
                6'd36 : addr <= 6'd29;
                6'd29 : addr <= 6'd22;
                6'd22 : addr <= 6'd15;
                6'd15 : addr <= 6'd23;
                6'd23 : addr <= 6'd30;
                6'd30 : addr <= 6'd37;
                6'd37 : addr <= 6'd44;
                6'd44 : addr <= 6'd51;
                6'd51 : addr <= 6'd58;
                6'd58 : addr <= 6'd59;
                6'd59 : addr <= 6'd52;
                6'd52 : addr <= 6'd45;
                6'd45 : addr <= 6'd38;
                6'd38 : addr <= 6'd31;
                6'd31 : addr <= 6'd39;
                6'd39 : addr <= 6'd46;
                6'd46 : addr <= 6'd53;
                6'd53 : addr <= 6'd60;
                6'd60 : addr <= 6'd61;
                6'd61 : addr <= 6'd54;
                6'd54 : addr <= 6'd47;
                6'd47 : addr <= 6'd55;
                6'd55 : addr <= 6'd62;
                6'd62 : addr <= 6'd63;
                6'd63 : addr <= 6'd00;
                default: addr <= 6'd0;
            endcase
        end
    end
    SRAM64 u_SRAM64(
        .clk   	( clk    ),
        .rst_n 	( rst_n  ),
        .cs_n  	( cs_n   ),
        .w_en  	( w_en   ),
        .r_en  	( r_en   ),
        .addr  	( addr   ),
        .din   	( din    ),
        .dout  	( dout   )
    );
endmodule  
module SRAM(
        input           clk,
        input           rst_n,
        input           cs_n,    
        input           w_en,    
        input           r_en,    
        input  [3:0]    addr,    
        input  [9:0]    din,     
        output [9:0]    dout     
    );
    reg [9:0] dout;
    reg [9:0] mem [15:0];
    integer i;
    always @(posedge clk or negedge rst_n) begin
        if (!rst_n) begin
            for (i = 0; i < 16; i=i+1) begin
                mem[i] <= 10'b0;
            end
            dout <= 10'b0;
        end
        else if (w_en == 1'b1 && cs_n == 1'b0) begin
            mem[addr] <= din;
        end
        else if (r_en == 1'b1 && cs_n == 1'b0) begin
            dout <= mem[addr];
        end
        else begin
            dout <= dout;
        end
    end
endmodule
module SRAM64(
        input           clk,
        input           rst_n,
        input           cs_n,    
        input           w_en,    
        input           r_en,    
        input  [5:0]    addr,    
        input  [9:0]    din,     
        output [9:0]    dout     
    );
    reg [9:0] dout;
    reg [9:0] mem [63:0];
    integer i;
    always @(posedge clk or negedge rst_n) begin
        if (!rst_n) begin
            for (i = 0; i < 64; i=i+1) begin
                mem[i] <= 10'b0;
            end
            dout <= 10'b0;
        end
        else if (w_en == 1'b1 && cs_n == 1'b0) begin
            mem[addr] <= din;
        end
        else if (r_en == 1'b1 && cs_n == 1'b0) begin
            dout <= mem[addr];
        end
        else begin
            dout <= dout;
        end
    end
endmodule
==> flow_summary.yaml <==
# physical design summary
status:
  status: "finished clean"
place:
  portBuffers: 23
  dp_hpwl_mm: 86.6
  gp_congestion: 1.15
sta:
  final.min_clock_period_ps: 4960
  finalHoldViolations: 0
  setup_violations: 0
  period_used_share: 0.992
  worst_pin_slew_ps: 1390
  timing.setup.tns_ps: 0
  slew_viol_final: 0
  max_freq_ghz: 0.202
  maxSlewHeadroom: 0.0491
  fin_worst_skew_ps: 15.7
  rsz0062_at_grt: "false"
floorplan:
  ioPinCount: 24
  core-area_um2: 59000
  rows: 89
  die_w_um: 246
  dieHeight_um: 246
  fp_util: 0.505
  die_area_um2: 60600
worst_setup_path:
  critPathKind: "flip-flop to flip-flop"
  reg2reg_depth: 10
  cp_slowest_cell: "a2111oi_0"
  crit_top_cell: "and3_1"
  rrSetupSlack_ps: 40
  cp.arrival_ps: 5450
  cp_max_fo: 15
  path_cells: "inv_1 > ha_1 > and3_1 > and3_1 > a2111oi_0 > nand3_1 > or4_1 > nor4_1 > buf_4 > o21ai_0"
  start_kind: "flip-flop"
  required_ps: 5490
  end_kind: "flip-flop"
  cpPeakStageDelay_ps: 1170
hold_path:
  hold_class: "input port to async pin"
logic_synthesis:
  synth-edff-count: 0
  ys_area_um2: 29800
  yosysWarnings: 3
  ys_cells: 2287
  syn-mean-instance-area_um2: 13.0
  synth.distinct_cells: 64
  synth_top_area_share: 0.548
  ys_seq_frac: 0.554
  ff_type: "dfrtp_1"
  async_flop_share: 1.00
  ys_seq_elements: 660
  syn_area_um2: 29800
  topCellsByArea: "dfrtp_1 (55%), mux2_2 (24%), a22oi_1 (4.7%), and3_1 (1.4%), nand2_1 (1.4%)"
  netlist_instances: 2287
  top_area_cell: "dfrtp_1"
layout:
  ff_latch_area_um2: 16500
  comb_area_um2: 12600
  syn_to_final_growth_pct: 14.2
  drive_gt1_frac: 0.397
  fillCellCount: 4690
cts:
  h-tree-depth: 3
  clock_sinks: 660
  cts_buffers: 73
  ctsResizeCount: 0
  postCtsSetupRepairBufs: 0
  cts_tree: "yes"
  holdBufCountCts: 0
  cts.path.max_buffers: 3
  worst_skew_pair.late_latency_ps: 640
  clk_pin_slew_ps: 70
  cts_root_buf: "clkbuf_16"
power_and_ir_drop:
  finalPower_uw: 21500
  p_per_area_nw_per_um2: 631
  p_leak_uw: 0.0151
  ir_worst_vdd_mv: 0.353
routing:
  wl_met3_mm: 17.8
  dr.pass1.iters: 6
  top_layer: "met5"
  totalWireLength_mm: 126
  met2_length_mm: 51.5
  drc_errors: 0
  vias_per_cell: 6.84
  wl_per_cell_um: 39.2
  final_antenna_net_count: 0
  wl_met1_mm: 46.9
  drtIter0Drc: 2144
  num_vias: 22000
run:
  warning_count: 38
  drv_cap: 0
grt:
  grt_pass1_wl_mm: 176
  antenna_found_initial: 3
  grt_max_degree: 118
  grt.total_usage: 0.451
  grt_pass1_vias: 22000
  gr-total-overflow: 0
[cells in the final DEF (no fill, tap or decap), drive strengths merged, types with 13 or more instances in the layout]
master / netlist / final
nor2: 94 / 94
nor3: 27 / 27
a21oi: 13 / 13
mux2: 644 / 644
nor4: 15 / 15
nand2: 110 / 110
buf: 50 / 174
a22o: 18 / 18
a2111oi: 23 / 23
a22oi: 186 / 186
nand4: 23 / 23
a221oi: 20 / 20
and3: 68 / 68
dfrtp: 653 / 653
o21ai: 23 / 23
nand3: 44 / 44
clkbuf: 101 / 105
mux2i: 23 / 23
[layer usage]
metal / up-vias / GRT usage
met2: 1409 / 0.595
met5: - / 0.0310
li1: 8830 / -
met3: 417 / 0.238
met1: 11400 / 0.612
met4: 8 / 0.251
[final timing paths]
| path | start | end |
|---|---|---|
| min in group clk0 | vld_out | vld_out |
| worst max-delay path | addr[0] | u_SRAM64.dout[9] |
| worst max register to register | addr[0] | u_SRAM64.dout[9] |
| worst min register to register | vld_out | vld_out |
| max in group asynchronous | rst_n | u_SRAM64.mem[16][3] |
| worst min-delay path | rst_n | u_SRAM64.mem[41][0] |
[final cells by class]
| type | count | area share |
|---|---|---|
| well taps | 773 | 0.0284 |
| clock buffers | 105 | 0.0649 |
| flip-flops and latches | 660 | 0.485 |
| clock inverters | 19 | 0.00632 |
| diodes | 2 | 0.000147 |
| multi-input cells | 1468 | 0.371 |
| inverters | 8 | 0.000882 |
| repair buffers | 186 | 0.0432 |
[worst max-delay path, delay by kind of cell (launching register included)]
family	cells	cell delay [ps]
DFF	1	620
adders and majority gates	1	550
buffers and inverters	2	400
and+or+nand+nor	5	1980
AOI/OAI and AO/OA	2	1250
[registers in the layout (all words and copies together), names as in the netlist]
name	cells
w_en	1
vld_out	1
addr	6
r_en	1
u_SRAM64.mem	640
u_SRAM64.dout	10
cs_n	1
[metrics by stage]
step / worst slack [ps] / cell area [um^2] / util / hold slack [ps] / instances
floorplan: 2040 / 29800 / - / 408 / 2287
global route: 102 / 34100 / 0.577 / 425 / 3220
detailed placement: 349 / 31600 / 0.536 / 454 / 3095
finish: 39.6 / 34100 / 0.577 / 377 / 3221
global placement: 229 / 31600 / 0.536 / 449 / 3095
CTS: 314 / 34100 / 0.577 / 389 / 3219
[power by group]
group	internal, uW	switching, uW
sequential	7810	1680
clock	3260	2240
combinational	2960	3530
[cells by family (layout without fill, tap and decap cells)]
kind of cell	Yosys count	after routing	share of synthesized area
mux	669	669	0.252
buf+inv	159	318	0.0234
simple gates	442	442	0.0768
fa+ha+maj	8	8	0.00336
compound gates	348	348	0.0898
other cells	0	2	0
flops	660	660	0.554
xor+xnor	1	1	0.000294
[synthesized netlist by cell type, types with 4 or more instances]
cell,count
dfrtp_1,653
mux2_2,644
a22oi_1,186
nand2_1,109
clkbuf_1,101
nor2_1,91
and3_1,67
nand3_1,43
buf_2,26
mux2i_1,23
nand4_1,23
o21ai_0,23
a2111oi_0,21
a221oi_1,20
nor3_1,19
a22o_1,18
nor4_1,15
a21oi_1,13
buf_1,12
a32oi_1,11
nand2b_1,11
or4_1,11
nand3b_1,9
a32o_1,8
ha_1,8
inv_1,8
nor3_2,8
a31oi_1,7
dfstp_2,7
nor2b_1,7
o221ai_1,7
and3b_1,6
buf_4,6
buf_6,6
o31ai_1,5
o32ai_1,5
a211oi_1,4
or3b_2,4
