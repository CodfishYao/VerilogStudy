===== ./run.sh =====
#!/bin/bash
# OpenROAD 26Q1-2900-gdf79404cd8, Yosys 0.63+post, stock flow scripts
make -C /OpenROAD-flow-scripts/flow DESIGN_CONFIG=/design/flow/config.mk WORK_HOME=/design/flow/orfs finish

===== ./config.mk =====
export PLATFORM = sky130hd
export DESIGN_NAME = mul_tc_16_16
export DESIGN_NICKNAME = mul_tc_16_16
export VERILOG_FILES = /design/flow/design.v
export SDC_FILE = /design/flow/constraint.sdc
export NUM_CORES = 4
export LEC_CHECK = 1
export CORE_UTILIZATION = 50

===== ./constraint.sdc =====
current_design mul_tc_16_16

set clk_period 26.3
set clk_io_pct 0.2

create_clock -name clk0 -period $clk_period

set non_clock_inputs [all_inputs -no_clocks]
set_input_delay [expr $clk_period * $clk_io_pct] -clock clk0 $non_clock_inputs
set_output_delay [expr $clk_period * $clk_io_pct] -clock clk0 [all_outputs]

===== ./design.v =====
module mul_tc_16_16(
        input [15:0] a,
        input [15:0] b,
        output reg [31:0] product
    );
    reg [15:0] aReg, bReg;
    always @(*) begin 
        aReg = a;
        bReg = b;
    end
    wire [15:0] bw, aw;
    assign bw = bReg;
    assign aw = aReg;
    wire [7:0] booth0;
    wire [7:0] booth1;
    wire [7:0] booth2;
    wire [16:0] b0;
    assign b0 = {bw,1'b0}; 
    wire [16:0] PP [7:0]; 
    genvar i;
    generate
        for(i = 0; i < 8 ;i = i + 1) begin
            toBooth u_toBooth(
                        .multiplicand 	( b0[2*(i+1):2*i]  ),
                        .booth        	( {booth2[i],booth1[i],booth0[i]} )
                    );
            generatePP u_generatePP(
                           .A(aw),
                           .booth({booth2[i],booth1[i],booth0[i]}),
                           .PP(PP[i])
                       );
        end
    endgenerate
    parameter expand0 = 15'b111_1111_1111_1111;
    parameter expand1 = 13'b1_1111_1111_1111;
    parameter expand2 = 11'b111_1111_1111;
    parameter expand3 =  9'b1_1111_1111;
    parameter expand4 =  7'b111_1111;
    parameter expand5 =  5'b1_1111;
    parameter expand6 =  3'b111;
    parameter expand7 =  1'b1;
    wire [31:0] PP0;
    assign PP0 = (PP[0][16] == 1'b1) ? {expand0,PP[0]} : {15'b0,PP[0]};
    wire [29:0] PP1;
    assign PP1 = (PP[1][16] == 1'b1) ? {expand1,PP[1]} : {13'b0,PP[1]};
    wire [27:0] PP2;
    assign PP2 = (PP[2][16] == 1'b1) ? {expand2,PP[2]} : {11'b0,PP[2]};
    wire [25:0] PP3;
    assign PP3 = (PP[3][16] == 1'b1) ? {expand3, PP[3]} : {9'b0, PP[3]};
    wire [23:0] PP4;
    assign PP4 = (PP[4][16] == 1'b1) ? {expand4, PP[4]} : {7'b0, PP[4]};
    wire [21:0] PP5;
    assign PP5 = (PP[5][16] == 1'b1) ? {expand5, PP[5]} : {5'b0, PP[5]};
    wire [19:0] PP6;
    assign PP6 = (PP[6][16] == 1'b1) ? {expand6, PP[6]} : {3'b0, PP[6]};
    wire [17:0] PP7;
    assign PP7 = (PP[7][16] == 1'b1) ? {expand7, PP[7]} : {1'b0, PP[7]};
    wire [29:0] S1;
    wire [28:0] C1;
    wire [25:0] S2;
    wire [22:0] C2;
    assign S2[1:0] = PP3[1:0];
    genvar firstHACnt;
    generate
        for(firstHACnt = 0; firstHACnt < 2; firstHACnt = firstHACnt + 1) begin
            HA u_firstHA0(
                   .A(PP0[firstHACnt + 2]),
                   .B(PP1[firstHACnt]),
                   .S(S1[firstHACnt]),
                   .C(C1[firstHACnt])
               );
            HA u_firstHA1(
                   .A(PP3[firstHACnt + 2]),
                   .B(PP4[firstHACnt]),
                   .S(S2[firstHACnt + 2]),
                   .C(C2[firstHACnt])
               );
        end
    endgenerate
    genvar firstFACnt0;
    generate
        for(firstFACnt0 = 0; firstFACnt0 < 27; firstFACnt0 = firstFACnt0 +1) begin
            FA u_firstFA0(
                   .A ( PP0[firstFACnt0 + 4] ),
                   .B ( PP1[firstFACnt0 + 2] ),
                   .Ci( PP2[firstFACnt0    ] ),
                   .S ( S1 [firstFACnt0 + 2] ),
                   .C ( C1 [firstFACnt0 + 2] )
               );
        end
    endgenerate
    threeXOR u_firstFALast0(
           .A  ( PP0[31] ),
           .B  ( PP1[29] ),
           .Ci ( PP2[27] ),
           .S  ( S1 [29] )
       );
    genvar firstFACnt1;
    generate
        for(firstFACnt1 = 0; firstFACnt1 < 21; firstFACnt1 = firstFACnt1 +1) begin
            FA u_firstFA1(
                   .A ( PP3[firstFACnt1 + 4] ),
                   .B ( PP4[firstFACnt1 + 2] ),
                   .Ci( PP5[firstFACnt1    ] ),
                   .S ( S2 [firstFACnt1 + 4] ),
                   .C ( C2 [firstFACnt1 + 2] )
               );
        end
    endgenerate
    threeXOR u_firstFALast1(
           .A  ( PP3[25] ),
           .B  ( PP4[23] ),
           .Ci ( PP5[21] ),
           .S  ( S2 [25] )
       );
    wire [28:0] S3;
    wire [27:0] C3;
    wire [22:0] S4;
    wire [18:0] C4;
    genvar secondHACnt0;
    generate
        for(secondHACnt0 = 0; secondHACnt0 < 3; secondHACnt0 = secondHACnt0 + 1) begin
            HA u_secondHA0(
                   .A 	( S1[secondHACnt0 + 1]  ),
                   .B 	( C1[secondHACnt0    ]  ),
                   .S 	( S3[secondHACnt0    ]  ),
                   .C 	( C3[secondHACnt0    ]  )
               );
        end
    endgenerate
    assign S4[2:0] = C2[2:0];
    genvar secondHACnt1;
    generate
        for(secondHACnt1 = 0; secondHACnt1 < 2; secondHACnt1 = secondHACnt1 + 1) begin
            HA u_secondHA0(
                   .A 	( C2 [secondHACnt1 + 3]  ),
                   .B 	( PP6[secondHACnt1    ]  ),
                   .S 	( S4 [secondHACnt1 + 3]  ),
                   .C 	( C4 [secondHACnt1    ]  )
               );
        end
    endgenerate
    genvar secondFACnt0;
    generate
        for(secondFACnt0 = 0; secondFACnt0 < 25; secondFACnt0 = secondFACnt0 + 1) begin
            FA u_secondFA0(
                   .A  	( S1 [secondFACnt0 + 4]  ),
                   .B  	( C1 [secondFACnt0 + 3]  ),
                   .Ci 	( S2 [secondFACnt0] ),
                   .S  	( S3 [secondFACnt0 + 3]  ),
                   .C  	( C3 [secondFACnt0 + 3]  )
               );
        end
    endgenerate
    threeXOR u_secondFAlast0(
           .A  	( S1 [29] ),
           .B  	( C1 [28] ),
           .Ci 	( S2 [25] ),
           .S  	( S3 [28])
       );
    genvar secondFACnt1;
    generate
        for(secondFACnt1 = 0; secondFACnt1 < 17; secondFACnt1 = secondFACnt1 + 1) begin
            FA u_secondFA1(
                   .A  	( C2 [secondFACnt1 + 5]  ),
                   .B  	( PP6[secondFACnt1 + 2]  ),
                   .Ci 	( PP7[secondFACnt1]  ),
                   .S  	( S4 [secondFACnt1 + 5]  ),
                   .C  	( C4 [secondFACnt1 + 2]  )
               );
        end
    endgenerate
    threeXOR u_secondFAlast1(
           .A  	( C2 [22] ),
           .B  	( PP6[19] ),
           .Ci 	( PP7[17] ),
           .S  	( S4 [22])
       );
    wire [27:0] S5;
    wire [26:0] C5;
    genvar thirdHACnt0;
    generate
        for(thirdHACnt0 = 0; thirdHACnt0 < 5; thirdHACnt0 = thirdHACnt0 + 1) begin
            HA u_secondHA0(
                   .A 	( S3[thirdHACnt0 + 1]  ),
                   .B 	( C3[thirdHACnt0    ]  ),
                   .S 	( S5[thirdHACnt0    ]  ),
                   .C 	( C5[thirdHACnt0    ]  )
               );
        end
    endgenerate
    genvar thirdFACnt0;
    generate
        for(thirdFACnt0 = 0; thirdFACnt0 < 22; thirdFACnt0 = thirdFACnt0 + 1) begin
            FA u_secondFA0(
                   .A  	( S3 [thirdFACnt0 + 6]  ),
                   .B  	( C3 [thirdFACnt0 + 5]  ),
                   .Ci 	( S4 [thirdFACnt0] ),
                   .S  	( S5 [thirdFACnt0 + 5]  ),
                   .C  	( C5 [thirdFACnt0 + 5]  )
               );
        end
    endgenerate
    threeXOR u_thirdFAlast0(
           .A  	( S3 [28] ),
           .B  	( C3 [27] ),
           .Ci 	( S4 [22] ),
           .S  	( S5 [27] )
       );
    wire [26:0] S6;
    wire [25:0] C6;
    genvar fourthHACnt0;
    generate
        for(fourthHACnt0 = 0; fourthHACnt0 < 8; fourthHACnt0 = fourthHACnt0 + 1) begin
            HA u_secondHA0(
                   .A 	( S5[fourthHACnt0 + 1]  ),
                   .B 	( C5[fourthHACnt0    ]  ),
                   .S 	( S6[fourthHACnt0    ]  ),
                   .C 	( C6[fourthHACnt0    ]  )
               );
        end
    endgenerate
    genvar fourthFACnt0;
    generate
        for(fourthFACnt0 = 0; fourthFACnt0 < 18; fourthFACnt0 = fourthFACnt0 + 1) begin
            FA u_secondFA0(
                   .A  	( S5 [fourthFACnt0 + 9]  ),
                   .B  	( C5 [fourthFACnt0 + 8]  ),
                   .Ci 	( C4 [fourthFACnt0] ),
                   .S  	( S6 [fourthFACnt0 + 8]  ),
                   .C  	( C6 [fourthFACnt0 + 8]  )
               );
        end
    endgenerate
    threeXOR u_fourthFAlast0(
           .A  	( S5 [27] ),
           .B  	( C5 [26] ),
           .Ci 	( C4 [18] ),
           .S  	( S6 [26] )
       );
    wire [25:0] sum = S6[26:1] + C6[25:0];
    always @(*) begin 
        product[1:0]  = PP0[1:0];
        product[2]    = S1 [0];
        product[3]    = S3 [0];
        product[4]    = S5 [0];
        product[5]    = S6 [0];
        product[31:6] = sum;
    end
endmodule
module generatePP(
        input [15:0] A,
        input [2:0] booth,
        output reg [16:0] PP
    );
    always @(*) begin
        case(booth)
            3'b000: begin 
                PP = 17'b0;
            end
            3'b001: begin 
                PP[15:0] = A;
                if(A[15]==1'b0) begin
                    PP[16] = 1'b0;
                end
                else begin
                    PP[16] = 1'b1;
                end
            end
            3'b010: begin 
                PP[16:1] = A;
                PP[0] = 0;
            end
            3'b110: begin 
                PP[16:1] = (~A) + 1'b1;
                PP[0] = 0;
            end
            3'b101: begin 
                PP[15:0] = (~A) + 1'b1;
                PP[16] = PP[15];
            end
            default:
                PP = 17'b0;
        endcase
    end
endmodule
module toBooth(
        input [2:0] multiplicand,
        output reg [2:0] booth
    );
    always @(*) begin
        case(multiplicand)
            3'b000:
                booth = 3'b000;
            3'b001:
                booth = 3'b001;
            3'b010:
                booth = 3'b001;
            3'b011:
                booth = 3'b010;
            3'b100:
                booth = 3'b110;
            3'b101:
                booth = 3'b101;
            3'b110:
                booth = 3'b101;
            3'b111:
                booth = 3'b000;
            default:
                booth = 3'b000;
        endcase
    end
endmodule
module threeXOR(
        input A,
        input B,
        input Ci,
        output S
    );
    assign S = A ^ B ^ Ci;
endmodule
module FA(
        input A,
        input B,
        input Ci,
        output S,
        output C
    );
    assign C = (A & B) | ((A ^ B) & Ci);
    assign S = A ^ B ^ Ci;
endmodule
module HA(
        input A,
        input B,
        output S,
        output C
    );
    assign C = A & B;
    assign S = A ^ B;
endmodule

==> impl_metrics.tcl <==
# flow metrics
set metrics [dict create \
    gpl_congestion 1.031 \
    detail_route.iter0.violations 610 \
    netlist-cell-type-count 62 \
    critPathBufInv 4 \
    cell_accounting_for_the_most_synthesized_area "sky130_fd_sc_hd__fa_1" \
    whs_endpoint "product[0]" \
    clockPowerShare_pct 0 \
    route.antenna.remaining_nets 0 \
    via_per_inst 6.138 \
    critical_path_depth 23 \
    crit_type "input pin to output pin" \
    post_layout_util_pct 56.61 \
    ys_area_um2 8254 \
    final.clkbuf_count 0 \
    stage_log_warnings 46 \
    horizontal_extent_of_the_die_um 130.5 \
    report.final.hold_viol_count 0 \
    slew_viol_final 0 \
    die_height_um 130.5 \
    num_io_pins 64 \
    hold_path_class "input pin to output pin" \
    path_max_fanout 12 \
    combinationalPowerShare_pct 100.0 \
    netSwitchingFraction_pct 45.62 \
    area_delta_synth_final_pct 9.732 \
    rsz_0062_raised_after_global_routing "false" \
    synth_sequential_area_ratio_pct 0 \
    totalNegativeSetupSlack_ns 0 \
    grt_max_degree 25 \
    yosys_cells 1063 \
    finalWorstPathRequiredPeriod_ns 18.67 \
    fraction_of_synthesized_cell_area_taken_by_the_top_area_cell_type_pct 27.41 \
    ys.warnings.count 3 \
    post_synth_adder_cell_area_pct 37.87 \
    yosys.area_share.aoi_pct 25.04 \
    route.final.wire_length_um 27540 \
    cp-start-kind "input pin" \
    switching_power_mw 0.7345 \
    setup-violations-final 0 \
    chipArea_um2 17030 \
    vdd.ir_drop.worst_mv 0.3180 \
    synthesis.instances 1063 \
    cts_hold_buffers 0 \
    drv.max_cap_violation_count 0 \
    ys_sh_xor_pct 12.31 \
    io_buffers 64 \
    max_slew_margin_pct 36.63 \
    slew_at_the_pin_closest_to_its_max_slew_limit_ns 0.9473 \
    clock.fmax_mhz 53.57 \
    layout.area.seq_um2 0 \
    power.leakage_nw 3.898 \
    routedWlPerCell_um 21.42 \
    power.sequential.fraction_pct 0 \
    drive_above_1_share_pct 5.327 \
    layout.area.comb_um2 7557 \
    internal-power_mw 0.8755 \
    ys_top_logic_family "adder cells" \
    design.core.area_um2 16000 \
    critical_path_cell_sequence "clkdlybuf4s50_1, inv_1, ha_1, or3b_4, or4_1, nor2_2, xor2_1, nor2_1, a21oi_1, fa_1, fa_1, inv_1, fa_1, ha_1, ha_1, and3_1, a221oi_1, o221a_2, o221a_2, o21ai_0, a221oi_1, xnor2_1, clkdlybuf4s50_1" \
    floorplan.core_util_pct 51.59 \
    synth.mux.area_fraction_pct 1.228 \
    antenna_found_initial 0 \
    global_route_wire_length_before_repair_um 43600 \
    first_global_vias 7688 \
    first_pass_detailed_route_iteration_total 5 \
    hold_path.startpoint "b[0]" \
    grt.overflow.total 0 \
    antennaDiodeCount 0 \
    yosys.area_share.simple_pct 15.11 \
    syn_area_per_cell_um2 7.765 \
    fill_cells 1581 \
    crit_path_leading_delay_family "adder cells" \
    totalPowerFinal_mw 1.610 \
    top_cells_by_area "sky130_fd_sc_hd__fa_1, sky130_fd_sc_hd__ha_1, sky130_fd_sc_hd__xnor2_1" \
    slowest_delay_ns 0.69 \
    result_of_the_run "finished, final reports clean" \
    hold_depth 4 \
    post-cts-setup-buffers 0 \
    cts-resized-gates 0 \
    placementRows 46 \
    worst_setup_path_end_kind "output pin" \
    cp_data_arrival_time_ns 13.41 \
    detailroute.via_count 7893 \
    seq_cells 0 \
    final.period_utilization_pct 70.97 \
    route.detailed.drc 0 \
    grt_use_total_pct 36.37 \
    critPathSlowestCell "sky130_fd_sc_hd__clkdlybuf4s50_1" \
    dp_hpwl_um 21190 \
    synth.cell_area_um2 8254 \
    timing.critical_path.required_ns 21.04 \
    power.density_nw_per_um2 177.8 \
]
[layout by cell type (no fill, tap or decap), types with 24 or more instances in the layout]
| cell type | count |
|---|---|
| sky130_fd_sc_hd__o22ai_1 | 24 |
| sky130_fd_sc_hd__nand2_1 | 61 |
| sky130_fd_sc_hd__xnor2_1 | 61 |
| sky130_fd_sc_hd__xor2_1 | 50 |
| sky130_fd_sc_hd__clkdlybuf4s50_1 | 64 |
| sky130_fd_sc_hd__a21oi_1 | 69 |
| sky130_fd_sc_hd__o21ai_0 | 75 |
| sky130_fd_sc_hd__buf_4 | 33 |
| sky130_fd_sc_hd__nor2_1 | 124 |
| sky130_fd_sc_hd__inv_1 | 90 |
| sky130_fd_sc_hd__ha_1 | 69 |
| sky130_fd_sc_hd__fa_1 | 113 |
[per-layer routing]
layer  global-route usage (%)  vias up  wire [um]
li1                         -     3658          -
met1                    48.88     3718      10530
met2                    54.87      410      12470
met3                    9.080      107       2579
met4                    20.96        0       1968
met5                        0        -          0
[Yosys cell counts, types with 21 or more instances]
| library cell | n |
|---|---|
| sky130_fd_sc_hd__inv_1 | 90 |
| sky130_fd_sc_hd__nor2_1 | 124 |
| sky130_fd_sc_hd__ha_1 | 69 |
| sky130_fd_sc_hd__o21ai_0 | 75 |
| sky130_fd_sc_hd__nand2_1 | 61 |
| sky130_fd_sc_hd__fa_1 | 113 |
| sky130_fd_sc_hd__xnor2_1 | 61 |
| sky130_fd_sc_hd__xor2_1 | 50 |
| sky130_fd_sc_hd__a22o_1 | 22 |
| sky130_fd_sc_hd__a22oi_1 | 21 |
| sky130_fd_sc_hd__clkbuf_1 | 76 |
| sky130_fd_sc_hd__o221ai_1 | 22 |
| sky130_fd_sc_hd__o22ai_1 | 24 |
| sky130_fd_sc_hd__a21oi_1 | 69 |
| sky130_fd_sc_hd__nand2b_1 | 22 |
[final cells by class]
cell class / count / share of cell area, %
Inverter: 91 / 3.771
Multi-Input combinational cell: 882 / 83.44
Tap cell: 216 / 2.984
Timing Repair Buffer: 97 / 9.808
[cell families after synthesis]
family,Yosys count
AOI/OAI and AO/OA,311
and+or+nand+nor,266
adders and majority gates,182
buffers and inverters,181
xor gates and xnor gates,113
muxes,10
[how the worst max path moves through the flow]
| stage | from | end | slack (ns) |
|---|---|---|---|
| CTS | a[1] | product[30] | 7.68 |
| global route | a[1] | product[30] | 7.23 |
| finish | a[1] | product[30] | 7.63 |
[stage by stage]
stage | setup WS [ns] | std cells | hold WS [ns] | area [um^2]
floorplan | 9.560 | 1063 | 10.78 | 8254
global route | 7.229 | 1286 | 11.74 | 9057
global placement | 7.839 | 1286 | 11.69 | 9057
detailed placement | 7.685 | 1286 | 11.68 | 9057
CTS | 7.675 | 1286 | 11.68 | 9057
finish | 7.634 | 1286 | 11.68 | 9057
[power by group through the flow]
stage	registers (mW)	logic, mW	clock network, mW
4_1_cts	0	1.63	0
5_1_grt	0	1.84	0
6_report	0	1.61	0
