--- ./config.mk ---
export PLATFORM = sky130hd
export DESIGN_NAME = add_tc_16_16
export DESIGN_NICKNAME = add_tc_16_16
export VERILOG_FILES = /design/flow/design.v
export SDC_FILE = /design/flow/constraint.sdc
export NUM_CORES = 4
export LEC_CHECK = 1
export CORE_UTILIZATION = 30
--- ./constraint.sdc ---
current_design add_tc_16_16

set clk_period 5.9
set clk_io_pct 0.2

create_clock -name clk0 -period $clk_period

set non_clock_inputs [all_inputs -no_clocks]
set_input_delay [expr $clk_period * $clk_io_pct] -clock clk0 $non_clock_inputs
set_output_delay [expr $clk_period * $clk_io_pct] -clock clk0 [all_outputs]
--- ./design.v ---
module add_tc_16_16(
        input clk,
        input [31:0] A,
        input [31:0] B,
        output [32:0] Sum
    );
    reg [32:0] Sum;
    wire [32:0] SumOut;
    always @(*)begin
        Sum = SumOut;
    end
    reg [31:0] Ain, Bin;
    always @(*)begin
        Ain = A;
        Bin = B;
    end
    wire [31:0] Aiin = Ain;
    wire [31:0] Biin = Bin;
    wire [3:0] G, P;
    assign G[3:2] = 2'b00;
    assign P[3:2] = 2'b00;
    Adder_16bit u_Adder_16bit_1(
                    .A   	( Aiin[15:0]   ),
                    .B   	( Biin[15:0]   ),
                    .Cin 	( 1'b0      ),
                    .S   	( SumOut[15:0] ),
                    .Go  	( G[0]      ),
                    .Po  	( P[0]      )
                );
    Adder_16bit u_Adder_16bit_2(
                    .A   	( Aiin[31:16]  ),
                    .B   	( Biin[31:16]  ),
                    .Cin 	( 1'b0      ),
                    .S   	( SumOut[31:16]),
                    .Go  	( G[1]      ),
                    .Po  	( P[1]      )
                );
    CLA_4bit u_CLA_4bit(
                 .P   	( P         ),
                 .G   	( G         ),
                 .Cin 	( 1'b0      ),
                 .Ci  	(           ),
                 .Po  	(           ),
                 .Go  	(           )
             );
    assign SumOut[32] = G[1] | (P[1] & G[0]) | (P[1] & P[0] & 0);
endmodule
module Adder_16bit(
        input [15:0] A,
        input [15:0] B,
        input       Cin,
        output[15:0] S,
        output      Go,
        output      Po
    );
    wire [3:0] G, P, C;
    Adder_4bit u_Adder_4bit_1(
                   .A   	( A[3:0]   ),
                   .B   	( B[3:0]   ),
                   .Cin 	( Cin      ),
                   .S   	( S[3:0]   ),
                   .Go  	( G[0]     ),
                   .Po  	( P[0]     )
               );
    Adder_4bit u_Adder_4bit_2(
                   .A   	( A[7:4]   ),
                   .B   	( B[7:4]   ),
                   .Cin 	( C[0]     ),
                   .S   	( S[7:4]   ),
                   .Go  	( G[1]     ),
                   .Po  	( P[1]     )
               );
    Adder_4bit u_Adder_4bit_3(
                   .A   	( A[11:8]  ),
                   .B   	( B[11:8]  ),
                   .Cin 	( C[1]     ),
                   .S   	( S[11:8]  ),
                   .Go  	( G[2]     ),
                   .Po  	( P[2]     )
               );
    Adder_4bit u_Adder_4bit_4(
                   .A   	( A[15:12] ),
                   .B   	( B[15:12] ),
                   .Cin 	( C[2]     ),
                   .S   	( S[15:12] ),
                   .Go  	( G[3]     ),
                   .Po  	( P[3]     )
               );
    CLA_4bit u_CLA_4bit(
                 .P   	( P        ),
                 .G   	( G        ),
                 .Cin 	( Cin      ),
                 .Ci  	( C        ),
                 .Po  	( Po       ),
                 .Go  	( Go       )
             );
endmodule
module Adder_4bit(
        input [3:0] A,
        input [3:0] B,
        input       Cin,
        output[3:0] S,
        output      Go,
        output      Po
    );
    wire [3:0] G, P, C;
    Adder_1bit u_Adder_1bit_1(
                   .A   ( A[0] ),
                   .B   ( B[0] ),
                   .Cin ( Cin  ),
                   .S   ( S[0] ),
                   .G   ( G[0] ),
                   .P   ( P[0] )
               );
    Adder_1bit u_Adder_1bit_2(
                   .A   ( A[1] ),
                   .B   ( B[1] ),
                   .Cin ( C[0] ),
                   .S   ( S[1] ),
                   .G   ( G[1] ),
                   .P   ( P[1] )
               );
    Adder_1bit u_Adder_1bit_3(
                   .A   ( A[2] ),
                   .B   ( B[2] ),
                   .Cin ( C[1] ),
                   .S   ( S[2] ),
                   .G   ( G[2] ),
                   .P   ( P[2] )
               );
    Adder_1bit u_Adder_1bit_4(
                   .A   ( A[3] ),
                   .B   ( B[3] ),
                   .Cin ( C[2] ),
                   .S   ( S[3] ),
                   .G   ( G[3] ),
                   .P   ( P[3] )
               );
    CLA_4bit u_CLA_4bit(
                 .P   	( P    ),
                 .G   	( G    ),
                 .Cin 	( Cin  ),
                 .Ci  	( C    ),
                 .Po  	( Po   ),
                 .Go  	( Go   )
             );
endmodule
module CLA_4bit(
        input [3:0] P, 
        input [3:0] G, 
        input       Cin, 
        output[3:0] Ci, 
        output      Po, 
        output      Go 
    );
    assign Ci[0] = G[0] | ( P[0] & Cin );
    assign Ci[1] = G[1] | ( P[1] & G[0]) | ( P[1] & P[0] & Cin );
    assign Ci[2] = G[2] | ( P[2] & G[1]) | ( P[2] & P[1] & G[0])
           | ( P[2] & P[1] & P[0]&  Cin);
    assign Ci[3] = G[3] | ( P[3] & G[2]) | ( P[3] & P[2] & G[1])
           | ( P[3] & P[2] & P[1]& G[0]) | ( P[3] & P[2] & P[1] & P[0] & Cin);
    assign Go    = G[3] | ( P[3] & G[2]) | ( P[3] & P[2] & G[1])
           | ( P[3] & P[2] & P[1]& G[0]);
    assign Po    = P[3] & P[2] & P[1] & P[0];
endmodule
module Adder_1bit(
        input A, 
        input B, 
        input Cin, 
        output S, 
        output G, 
        output P 
    );
    assign S = A ^ B ^ Cin;
    assign G = A & B;
    assign P = A | B;
endmodule
--- ./run.sh ---
#!/bin/bash
# OpenROAD 26Q1-2900-gdf79404cd8, Yosys 0.63+post, stock flow scripts
make -C /OpenROAD-flow-scripts/flow DESIGN_CONFIG=/design/flow/config.mk WORK_HOME=/design/flow/orfs finish
==> out/results.tsv <==
metric	value	unit
status	finished clean	
vias in the first global route	1842	
CORE AREA	7370	sq um
die height	90.1	microns
period utilisation layout	0.866	
most frequent cells in the layout	clkdlybuf4s50_1 (97), inv_1 (85), ha_1 (63)	
overflow left after global routing	0	
initial antenna violation count	0	
ANT cells	0	
post-synthesis instance total	305	
Final Critical Period	5110	ps
Lkg Pwr	0.00161	uW
Seq share, synth	0	
worst-path fanout max	3	
RePlAce Congestion	0.819	
AND/OR/NAND/NOR Cells, Area Fraction	0.137	
Area Growth Syn to Fin	36.7	%
CP Cell Sequence	clkdlybuf4s50_1 -> inv_1 -> ha_1 -> nor4_1 -> o21ai_1 -> a21oi_1 -> o21ai_1 -> nor2b_1 -> fa_1 -> xnor2_1 -> clkdlybuf4s50_1	
DR WL/cell	9.19	microns
# DRC	0	
FP Rows	31	
largest net degree at the start of global routing	6	
cts repair resizes	0	
WP buf/inv	3	
cells in synth_stat.txt	305	
# port buffers	97	
synthesis area per yosys	2330	sq um
CP delay by family, top	buffers and inverters	
DR pass1 iterations	6	
Setup Buffers After CTS	0	
largest area contributor in the netlist	ha_1	
final std cells w/o fill	469	
Die Width	90.1	microns
Crit Path Category	in2out	
adder share	0.407	
Worst Max-Slew Pin Slew	457	ps
PD cells	87.9	nW/um^2
Hold Vio Cnt, Final	0	
final WL	4310	microns
XOR-XNOR Cells, Area Fraction	0.0751	
initial DRC count	44	
floorplan utilization	0.316	
Internal	181	uW
layout cells sized above 1	0.0324	
crit-path max cell delay	480	ps
Commonest Layout Cell	clkdlybuf4s50_1	
Synth mux share	0	
top cells by area	ha_1 (34%), inv_1 (14%), buf_4 (10%)	
CP max stage cell	clkdlybuf4s50_1	
Cell Area, Synth	2330	sq um
max layer used	met3	
Slew HR	0.693	
setup_tns	0	ps
DR vias	1955	
antenna-violating nets left	0	
placed cell area	3190	sq um
Post-CTS Hold Buffers	0	
met3 routed WL	336	microns
flop count	0	
Post-Route M1 WL	2050	microns
I/O pins	98	
comb area leader	adder cells	
Pins Over Slew Limit	0	
met2 WL	1930	microns
syn avg cell area	7.64	sq um
count of cell types in the netlist	44	
part of the power in registers	0	
CP Data Arrival Time	3930	ps
final setup vio count	0	
Flop area	0	sq um
startpoint types	primary input	
FMAX	196	MHz
Comb pwr share	1.000	
vias per cell	4.17	
Hold Crit Class	in2out	
Max-area cell share	0.338	
hold slack final	3370	ps
YS warnings	1	
Compound Share, Synth	0.141	
clk_buf instances	0	
first-pass GRT wire length	7730	microns
chip area	8130	sq um
Setup crit end kind	primary output	
Switching Fraction	0.355	
post-route cell area	3190	sq um
worst vdd ir	0.0000443	V
placed insts	469	
clock share of power	0	
Crit path required time	4720	ps
GRT Util Overall	0.111	
tally of OpenROAD warnings	72	
switching pwr	99.3	uW
max cap viols	0	
fillers	723	
RSZ-0062 raised after global routing	no	
Final HPWL DP	4010	microns
[path summary, 6_finish.rpt]
check | start | to | cells past startpoint | slack, ps
worst min-delay path | B[0] | Sum[0] | 3 | 3370
worst max-delay path | A[4] | Sum[13] | 11 | 790
[power by group through the flow]
| stage | combinational, uW | sequential [uW] | clock (uW) |
|---|---|---|---|
| 5_1_grt | 317 | 0 | 0 |
| 6_report | 280 | 0 | 0 |
| 4_1_cts | 286 | 0 | 0 |
[synth_stat cells, types with 3 or more instances]
| cell | number |
|---|---|
| a21oi_1 | 11 |
| buf_4 | 32 |
| fa_1 | 8 |
| ha_1 | 63 |
| inv_1 | 85 |
| nand2_1 | 5 |
| nand2b_1 | 4 |
| nand3_1 | 4 |
| nor2_1 | 13 |
| nor2b_1 | 8 |
| nor3_1 | 7 |
| nor4_1 | 3 |
| o21ai_0 | 4 |
| o21ai_1 | 4 |
| o21bai_1 | 4 |
| xnor2_1 | 12 |
| xor2_1 | 8 |
[stage by stage]
step / utilization / total power (uW) / worst slack (ps)
after global routing: 0.432 / 317 / 526
after global placement: 0.432 / 283 / 750
after floorplan: - / 182 / 1830
after CTS: 0.432 / 286 / 773
final: 0.432 / 280 / 793
after detailed placement: 0.432 / 284 / 785
[per-layer routing]
metal  up-vias  global-route usage
li1       1056                   -
met1       834               0.161
met2        65               0.186
met3         0              0.0172
met4         0                   0
met5         -                   0
[cell families (layout without fill, tap and decap cells)]
| group | after synthesis | after routing |
|---|---|---|
| and+or+nand+nor | 54 | 54 |
| xor gates and xnor gates | 20 | 20 |
| adders and majority gates | 71 | 71 |
| AOI/OAI and AO/OA | 43 | 43 |
| buffers and inverters | 117 | 182 |
[final cells by class]
cell class | instances | area, sq um | share of cell area
multi-input cells | 188 | 1770 | 0.556
repair buffers | 97 | 971 | 0.305
well taps | 99 | 124 | 0.0389
inverters | 85 | 319 | 0.100
Power and IR drop assume default switching activity.
